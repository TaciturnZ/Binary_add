## design/flow/config.mk

```make
export PLATFORM = sky130hd
export DESIGN_NAME = Binary_add_14_1
export DESIGN_NICKNAME = Binary_add_14_1
export VERILOG_FILES = /design/flow/design.v
export SDC_FILE = /design/flow/constraint.sdc
export NUM_CORES = 4
export LEC_CHECK = 1
export CORE_AREA = 10 10 94 94
export DIE_AREA = 0 0 104 104
```

## design/flow/constraint.sdc

```tcl
current_design Binary_add_14_1

set clk_period 1.0
set clk_io_pct 0.2

create_clock -name clk0 -period $clk_period [get_ports {clk}]

set non_clock_inputs [all_inputs -no_clocks]
set_input_delay [expr $clk_period * $clk_io_pct] -clock clk0 $non_clock_inputs
set_output_delay [expr $clk_period * $clk_io_pct] -clock clk0 [all_outputs]
```

## design/flow/design.v

```verilog
module Binary_add_14_1 (S, A, B, clk, rst_n, en);
    input [13:0] A; 
    input [13:0] B; 
    input clk, rst_n, en;
    output reg [13:0] S;  
    wire [13:0] sum;
    FA fa0 (.Sum(sum[0]), .Cout(C0), .A(A[0]), .B(B[0]), .Cin (1'b0));
    FA fa1 (.Sum(sum[1]), .Cout(C1), .A(A[1]), .B(B[1]), .Cin (C0));
    FA fa2 (.Sum(sum[2]), .Cout(C2), .A(A[2]), .B(B[2]), .Cin (C1));
    FA fa3 (.Sum(sum[3]), .Cout(C3), .A(A[3]), .B(B[3]), .Cin (C2));
    FA fa4 (.Sum(sum[4]), .Cout(C4), .A(A[4]), .B(B[4]), .Cin (C3));
    FA fa5 (.Sum(sum[5]), .Cout(C5), .A(A[5]), .B(B[5]), .Cin (C4));
    FA fa6 (.Sum(sum[6]), .Cout(C6), .A(A[6]), .B(B[6]), .Cin (C5));
    FA fa7 (.Sum(sum[7]), .Cout(C7), .A(A[7]), .B(B[7]), .Cin (C6));
    FA fa8 (.Sum(sum[8]), .Cout(C8), .A(A[8]), .B(B[8]), .Cin (C7));
    FA fa9 (.Sum(sum[9]), .Cout(C9), .A(A[9]), .B(B[9]), .Cin (C8));
    FA fa10 (.Sum(sum[10]), .Cout(C10), .A(A[10]), .B(B[10]), .Cin (C9));
    FA fa11 (.Sum(sum[11]), .Cout(C11), .A(A[11]), .B(B[11]), .Cin (C10));
    FA fa12 (.Sum(sum[12]), .Cout(C12), .A(A[12]), .B(B[12]), .Cin (C11));
    FA fa13 (.Sum(sum[13]), .Cout(C13), .A(A[13]), .B(B[13]), .Cin (C12));
    always @(posedge clk or negedge rst_n) begin
      if (!rst_n)
         S <= 14'd0;
      else if (en)
         S <= sum;
      else
         S <= S;
    end
endmodule
module FA (Sum, Cout, A, B, Cin);
   input A;
   input B;
   input Cin;   
   output Sum;
   output Cout;
	wire	w1;
	wire	w2;
	wire	w3;
	wire	w4;
	xor	x1(w1, A, B);
	xor	x2(Sum, w1, Cin);
	nand    n1(w2, A, B);
	nand    n2(w3, A, Cin);
	nand	n3(w4, B, Cin);
	nand	n4(Cout, w2, w3, w4);
endmodule  
```

## design/flow/run.sh

```bash
#!/bin/bash
# OpenROAD 26Q1-2900-gdf79404cd8, Yosys 0.63+post, stock flow scripts
make -C /OpenROAD-flow-scripts/flow DESIGN_CONFIG=/design/flow/config.mk WORK_HOME=/design/flow/orfs finish
```

==> flow_metrics.env <==
# implementation run metrics
export IMPL_netlist_area_leader_share=0.440
export IMPL_layout_drive_gt1_share=0.588
export IMPL_grt_total_usage=0.0440
export IMPL_synth_area_leader_cell="dfrtp_1"
export IMPL_route_antenna_remaining_nets=0
export IMPL_slew_worst_pin_ns=0.199
export IMPL_irDropWorstVdd_mv=0.395
export IMPL_post_synth_cell_area_avg_sq_um=18.5
export IMPL_max_cap_violations=0
export IMPL_drv_slew=0
export IMPL_floorplanUtilization=0.116
export IMPL_placementRows=30
export IMPL_warning_count=28
export IMPL_antenna_found_initial=0
export IMPL_area_leaders="dfrtp_1, fa_1, mux2_2"
export IMPL_finalWorstSetupSlack_ns=-3.89
export IMPL_io_pins=45
export IMPL_cts_inserted_buffers=3
export IMPL_cts_max_path_buffers=2
export IMPL_slowest_stage="fa_2"
export IMPL_part_of_the_yosys_area_used_for_sequential_elements=0.440
export IMPL_avgRoutedWirePerCell_um=11.6
export IMPL_yosys_stat_cells=43
export IMPL_cp_arrival_ns=5.02
export IMPL_compound_area_frac=0
export IMPL_flip_flop_count_of_the_largest_register_all_copies_and_words_added=14
export IMPL_path_cells="buf_6, ha_4, fa_2, fa_2, fa_2, fa_2, fa_2, fa_2, fa_2, fa_2, fa_2, fa_2, fa_2, fa_2, xor3_1, mux2_4"
export IMPL_setup_violations=12
export IMPL_totalWireLength_mm=2.29
export IMPL_grt_start_max_net_pins=15
export IMPL_crit_required_ns=1.13
export IMPL_routabilityCongestion=0.656
export IMPL_final_setup_skew_ns=0
export IMPL_fmaxAchievable_ghz=0.204
export IMPL_muxShareOfSynthArea=0.203
export IMPL_leakage_dissipation_nw=0.631
export IMPL_min_period_over_period=4.89
export IMPL_via_per_inst=2.84
export IMPL_place_area_sq_mm=0.00146
export IMPL_worst_setup_hold_path_clk_slew_ns=0.06
export IMPL_critPathKind="in -> reg"
export IMPL_dp_hpwl_mm=1.96
export IMPL_core_area_sq_mm=0.00683
export IMPL_failing_checks="negative setup slack"
export IMPL_drc=0
export IMPL_cts_num_sinks=14
export IMPL_cpLargestDelayFamily="adder cells"
export IMPL_syn_inst=43
export IMPL_ys_top_logic_family="adder cells"
export IMPL_yosys_register_bits=14
export IMPL_fin_util=0.220
export IMPL_syn2layout_area_growth_pct=88.8
export IMPL_synth_cell_type_count=7
export IMPL_post_syn_area_sq_um=796
export IMPL_synth_cellmix_xorXnorShare=0.0299
export IMPL_largest_registers="S x14"
export IMPL_post_route_min_period_ns=4.89
export IMPL_register_ranked_first_by_flip_flop_count="S"
export IMPL_ys_sh_simple=0
export IMPL_die_area_sq_mm=0.0108
export IMPL_drt_pass1_iterations=2
export IMPL_synthesis_yosys_warnings=15
export IMPL_setup_repair_after_global_routing_missed_its_margin="yes"
export IMPL_die_h_um=104
export IMPL_setup_tns_final_ns=-26.38
export IMPL_tritoncts_clock_tree="built"
export IMPL_power_density_mw_per_mm2=1330
export IMPL_critPathMostFrequentCell="fa_2"
export IMPL_cts_root_buffer="clkbuf_8"
export IMPL_htree_levels=1
export IMPL_die_w_um=104
export IMPL_crit_path_end_kind="register"
export IMPL_grt_ovfl_total=0
export IMPL_fin_total_pwr_mw=2.01
export IMPL_portBuffers=44
export IMPL_ys_chip_area_sq_um=796
export IMPL_worstHoldPathType="in -> async"
export IMPL_grt_pass1_wl_mm=3.75
export IMPL_critical_path_n_buffers_inverters=1
export IMPL_hold_viol_final=0
export IMPL_critPathMaxFanout=1
export IMPL_setup_worst_path_start_class="primary input"
export IMPL_clock_latency_ns=0.24
export IMPL_result_of_the_run="finished, violations left"
export IMPL_insertedDiodeCount=0
export IMPL_pre_cts_ws_ns=-4.58
export IMPL_max_slew_margin=0.867
export IMPL_initialDrtViolationCount=6
export IMPL_finish_instance_area_sq_mm=0.00150
export IMPL_grt_pass1_vias=671
export IMPL_synth_adder_area_share=0.318
export IMPL_detailroute_via_count=562
export IMPL_timing_critical_path_slowest_cell_delay_ns=0.36
-- through the flow --
stage               std cells  hold slack [ns]
finish                    198            0.275
CTS                       198            0.280
detailed placement        189            0.496
global placement          189            0.488
global route              198            0.300
floorplan                  43          -0.0956
-- path summary, 6_finish.rpt --
kind / slack [ns] / from / depth (start not counted) / endpoint
max in group asynchronous: 0.55 / rst_n / 2 / S[0]
worst min-delay path: 0.28 / rst_n / 2 / S[3]
worst max register to register: 0.02 / S[11] / 3 / S[11]
worst max-delay path: -3.89 / A[0] / 16 / S[13]
worst min register to register: 0.50 / S[2] / 1 / S[2]
min in group clk0: 0.31 / B[0] / 3 / S[0]
-- synth_stat cells --
cell type  count
dfrtp_1       14
mux2_4         1
ha_1           1
xor3_1         1
buf_4          1
mux2_2        13
fa_1          12
-- cells by family (layout without fill, tap and decap cells) --
kind of cell  after synthesis  after routing
xor+xnor                    1              1
flops                      14             14
mux                        14             14
fa+ha+maj                  13             13
buf+inv                     1             60
-- repair_timing --
action / 4_1_cts / 5_1_grt
endpoints found under the setup margin: 28 / 13
gates cloned: 0 / 0
resized: 69 / 2
buffers inserted: 6 / 0
pin swaps: 1 / 1
hold buffers: 0 / 0
-- cells in the final DEF, fill, tap and decap left out, drive strengths merged --
master and count:
buf 29, clkdlybuf4s50 25, dfrtp 14, mux2 14, fa 12, clkbuf 4
xor3 1, ha 1, clkdlybuf4s15 1, dlygate4sd2 1
-- power breakdown --
part | total, mW | switching (mW) | internal (mW)
Clock | 0.461 | 0.195 | 0.266
Combinational | 0.785 | 0.219 | 0.566
Sequential | 0.760 | 0.0592 | 0.701
-- final cells by class --
class	instances	area [sq um]
Clock buffer	3	41.3
Fill cell	751	5330
Multi-Input combinational cell	28	514
Sequential cell	14	350
Tap cell	96	120
Timing Repair Buffer	57	477
-- per-layer routing --
layer  up-vias  GRT usage  part of all wire
met4         0          0                 0
met3         0     0.0263              0.11
met2        34     0.0631              0.41
li1        264          -                 -
met5         -          0                 0
met1       264     0.0595              0.48
Power figures rest on the tool's default switching activity, not on a simulated workload.
