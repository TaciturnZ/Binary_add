`design/flow/config.mk`:
```
export PLATFORM = sky130hd
export DESIGN_NAME = Binary_add_16_1
export DESIGN_NICKNAME = Binary_add_16_1
export VERILOG_FILES = /design/flow/design.v
export SDC_FILE = /design/flow/constraint.sdc
export NUM_CORES = 4
export LEC_CHECK = 1
export CORE_AREA = 10 10 113 113
export DIE_AREA = 0 0 123 123
```
`design/flow/constraint.sdc`:
```
current_design Binary_add_16_1

set clk_period 1.5
set clk_io_pct 0.2

create_clock -name clk0 -period $clk_period [get_ports {clk}]

set non_clock_inputs [all_inputs -no_clocks]
set_input_delay [expr $clk_period * $clk_io_pct] -clock clk0 $non_clock_inputs
set_output_delay [expr $clk_period * $clk_io_pct] -clock clk0 [all_outputs]
```
`design/flow/design.v`:
```
module Binary_add_16_1 (S, A, B, clk, rst_n, en);
    input [15:0] A; 
    input [15:0] B; 
    input clk, rst_n, en;
    output reg [15:0] S;  
    wire [15:0] sum;
    FA fa0 (.Sum(sum[0]), .Cout(C0), .A(A[0]), .B(B[0]), .Cin (1'b0));
    FA fa1 (.Sum(sum[1]), .Cout(C1), .A(A[1]), .B(B[1]), .Cin (C0));
    FA fa2 (.Sum(sum[2]), .Cout(C2), .A(A[2]), .B(B[2]), .Cin (C1));
    FA fa3 (.Sum(sum[3]), .Cout(C3), .A(A[3]), .B(B[3]), .Cin (C2));
    FA fa4 (.Sum(sum[4]), .Cout(C4), .A(A[4]), .B(B[4]), .Cin (C3));
    FA fa5 (.Sum(sum[5]), .Cout(C5), .A(A[5]), .B(B[5]), .Cin (C4));
    FA fa6 (.Sum(sum[6]), .Cout(C6), .A(A[6]), .B(B[6]), .Cin (C5));
    FA fa7 (.Sum(sum[7]), .Cout(C7), .A(A[7]), .B(B[7]), .Cin (C6));
    FA fa8 (.Sum(sum[8]), .Cout(C8), .A(A[8]), .B(B[8]), .Cin (C7));
    FA fa9 (.Sum(sum[9]), .Cout(C9), .A(A[9]), .B(B[9]), .Cin (C8));
    FA fa10 (.Sum(sum[10]), .Cout(C10), .A(A[10]), .B(B[10]), .Cin (C9));
    FA fa11 (.Sum(sum[11]), .Cout(C11), .A(A[11]), .B(B[11]), .Cin (C10));
    FA fa12 (.Sum(sum[12]), .Cout(C12), .A(A[12]), .B(B[12]), .Cin (C11));
    FA fa13 (.Sum(sum[13]), .Cout(C13), .A(A[13]), .B(B[13]), .Cin (C12));
    FA fa14 (.Sum(sum[14]), .Cout(C14), .A(A[14]), .B(B[14]), .Cin (C13));
    FA fa15 (.Sum(sum[15]), .Cout(C15), .A(A[15]), .B(B[15]), .Cin (C14));
    always @(posedge clk or negedge rst_n) begin
      if (!rst_n)
         S <= 16'd0;
      else if (en)
         S <= sum;
      else
         S <= S;
    end
endmodule
module FA (Sum, Cout, A, B, Cin);
   input A;
   input B;
   input Cin;   
   output Sum;
   output Cout;
	wire	w1;
	wire	w2;
	wire	w3;
	wire	w4;
	xor	x1(w1, A, B);
	xor	x2(Sum, w1, Cin);
	nand    n1(w2, A, B);
	nand    n2(w3, A, Cin);
	nand	n3(w4, B, Cin);
	nand	n4(Cout, w2, w3, w4);
endmodule  
```
`design/flow/run.sh`:
```
#!/bin/bash
# OpenROAD 26Q1-2900-gdf79404cd8, Yosys 0.63+post, stock flow scripts
make -C /OpenROAD-flow-scripts/flow DESIGN_CONFIG=/design/flow/config.mk WORK_HOME=/design/flow/orfs finish
```
==> Changelog: implementation <==
### Metrics

- Outcome: finished, violations left
- Failing checks: negative setup slack
- Maximum number of pins on one net before global-route repair: 17
- Worst Setup Start Kind: input pin
- Crit path required time: 1.64 ns
- Inserted Diodes: 0
- Period Utilization, post-route: 3.78
- Most common cell type on the critical path: sky130_fd_sc_hd__fa_2
- Portion of the post-synthesis area used by sequential elements: 0.437
- Number of instances in the synthesized netlist: 50
- Die area: 0.0151 sq mm
- Post-Place Worst Slack: -4.87 ns
- Cell family contributing the most delay on the critical path: adder cells
- Routed Wire Length: 2990 microns
- Yosys top cell by area: sky130_fd_sc_hd__dfrtp_1
- Wire length of the first global-routing pass: 4630 microns
- Sequence of cells on the critical path: buf_6, ha_4, fa_2, fa_2, fa_2, fa_2, fa_2, fa_2, fa_2, fa_2, fa_2, fa_2, fa_2, fa_2, fa_2, fa_2, xor3_1, mux2_4
- Critical setup path kind: input pin to flop
- Registers with the highest flip-flop counts: S x16
- Reg-to-reg critical path endpoint: S[13]
- Core outline area: 0.0103 sq mm
- Fin cells: 240
- R2R setup slack: 0.72 ns
- Headroom to the max-slew limit: 0.848
- Pre-Place Util: 0.0888
- Data arrival time of the worst path: 5.81 ns
- Post-synth area from yosys stat: 917 sq um
- Total power density per cell area: 898 mW/mm^2
- Final GP Congestion: a little under 0.7
- Portion of synthesized cell area occupied by the leading cell type: 0.437
- Residual overflow from global routing: 0
- DRT Pass-1 Iters: 3
- Clock transition at path regs: 0.07 ns
- Min Clock Period, post-route: 5.67 ns
- Total of max-cap violations: 0
- Final Hold Vio Count: 0
- Total DRC errors in the routed layout: 0
- Most frequent logic cell in the layout: sky130_fd_sc_hd__clkdlybuf4s50_1
- Number of cells in the design after placement: 236
- Largest stage delay on the critical path: 0.35 ns
- CTS H-tree lvls: 1
- Detail-routed net length per standard cell: 12.5 microns
- Number of distinct library cells after synthesis: 8
- Vias in the first global route: 765
- Die outline height: 123 microns
- Number of primary I/O pins: 51
- Clk ins delay skew pair: 0.24 ns
- Number of placement rows: 37
- Finish-stage setup viols: 13
- Antenna violations before repair: 0
- RSZ-0062 raised after global routing: yes
- Class of the tightest hold or removal check: input pin to async pin
- Source of the worst register-to-register timing path: S[13]
- Antenna-violating nets left: 0
- Final Max Tran Viols: 0
- TritonCTS clock tree: yes
- Number of buffers created by CTS: 3
- Pin slew with the least headroom to its limit: ~0.23 ns
- Number of cells in the yosys synthesis report: 50
- Setup clock skew after layout: 0 ns
- Worst path slowest cell: sky130_fd_sc_hd__fa_2
- Iteration-0 DRC Markers: 3
- Max Clock Freq: 176 MHz
- Hold_ws: 0.368 ns
- Hold buffer count at CTS: 0
- Maximum count of clock buffers along a single path: 2
- HPWL after detailed placement: 2600 microns
- Biggest area contributors in the synthesized netlist: sky130_fd_sc_hd__dfrtp_1, sky130_fd_sc_hd__fa_1, sky130_fd_sc_hd__mux2_2, sky130_fd_sc_hd__xor3_1, sky130_fd_sc_hd__mux2_4
- Yosys warning tally: 17
- Syn-to-layout area delta: 89.9%
- Crit path buffers/inverters: 1
- Average cell area after synthesis: 18.3 sq um
- Highest fanout seen on the critical path: 1
- Die width: around 120 microns
- Share of layout cells above drive strength 1: 0.394
- Cell at the root of the clock tree: sky130_fd_sc_hd__clkbuf_8
- Number of vias in the routed layout: 624
- Flip-flop count of the largest register after layout: 16
- Worst-case vdd ir drop: around 0.00048 V
- Tool warnings: 28
- Largest Register: S
- Clk sinks: 16
- GRT Util Overall: 0.0415
- Number of flip-flops and latches in the synthesized netlist: 16
- Total power: 0.00156 W
- Via/cell ratio: 2.60
- Final setup margin: -4.17 ns
- IO Port Bufs: ~50
- Sort of element at the end of the critical path: flop
- Netlist Area Pre-Place: 917 sq um
- Leakage: about 0.66 nW
- Post-CTS setup buffers: 0
- Depth of the worst register-to-register path: 1
- Most frequently placed logic cells in the final layout: sky130_fd_sc_hd__clkdlybuf4s50_1, sky130_fd_sc_hd__dfrtp_1, sky130_fd_sc_hd__fa_2, sky130_fd_sc_hd__mux2_4
worst max-delay path by stage:
stage     slack [ns]  startpoint    end  cells past startpoint
4_1_cts        -4.21        A[0]  S[15]                     18
5_1_grt        -4.31        A[0]  S[15]                     18
6_report       -4.17        A[0]  S[15]                     18
power by group:
| part | internal [W] | total (W) | switching [W] |
|---|---|---|---|
| Clock | 0.000233 | 0.000386 | 0.000153 |
| Sequential | 0.000535 | 0.000593 | 0.0000584 |
| Combinational | 0.000435 | 0.000585 | 0.000149 |
what timing repair did:
item	in CTS	in global routing
cloned	0	0
setup endpoints to repair	14	13
hold endpoints to repair	0	0
resized	23	4
cells by family (layout without fill, tap and decap cells):
logic type,after synthesis,count (layout),share of synthesized area
xor gates and xnor gates,1,1,0.0259
adders and majority gates,15,15,0.319
buffers and inverters,2,56,0.0177
DFF,16,16,0.437
muxes,16,16,0.201
cells in the mapped netlist:
| cell | number |
|---|---|
| sky130_fd_sc_hd__mux2_4 | 1 |
| sky130_fd_sc_hd__dfrtp_1 | 16 |
| sky130_fd_sc_hd__buf_6 | 1 |
| sky130_fd_sc_hd__ha_1 | 1 |
| sky130_fd_sc_hd__mux2_2 | 15 |
| sky130_fd_sc_hd__fa_1 | 14 |
| sky130_fd_sc_hd__xor3_1 | 1 |
| sky130_fd_sc_hd__buf_2 | 1 |
stage by stage:
stage | TNS (ns) | area (sq um) | util
final | -29.93 | 1740 | 0.169
after global placement | -39.33 | 1650 | 0.160
after detailed placement | -39.53 | 1650 | 0.160
after floorplan | -31.21 | 968 | -
after global routing | -30.86 | 1740 | 0.169
after CTS | -30.11 | 1730 | 0.167
routing by layer:
metal	share of wire	global-route usage	routed length, microns
met5	0	0	0
met4	0	0.00146	0
met3	0.10	0.0208	312
met2	0.45	0.0629	1350
met1	0.45	0.0555	1330
layout make-up:
cell class	instances	area (sq um)
Sequential cell	16	400
Fill cell	1113	8580
Tap cell	136	170
Timing Repair Buffer	52	527
Multi-Input combinational cell	32	589
Clock buffer	4	55.1
No activity file was given, so power comes from the tool's default toggle rates.
