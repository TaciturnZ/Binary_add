==> flow/design.v <==
module Binary_add_15_1 (S, A, B, clk, rst_n, en);
    input [14:0] A; 
    input [14:0] B; 
    input clk, rst_n, en;
    output reg [14:0] S;  
    wire [14:0] sum;
    FA fa0 (.Sum(sum[0]), .Cout(C0), .A(A[0]), .B(B[0]), .Cin (1'b0));
    FA fa1 (.Sum(sum[1]), .Cout(C1), .A(A[1]), .B(B[1]), .Cin (C0));
    FA fa2 (.Sum(sum[2]), .Cout(C2), .A(A[2]), .B(B[2]), .Cin (C1));
    FA fa3 (.Sum(sum[3]), .Cout(C3), .A(A[3]), .B(B[3]), .Cin (C2));
    FA fa4 (.Sum(sum[4]), .Cout(C4), .A(A[4]), .B(B[4]), .Cin (C3));
    FA fa5 (.Sum(sum[5]), .Cout(C5), .A(A[5]), .B(B[5]), .Cin (C4));
    FA fa6 (.Sum(sum[6]), .Cout(C6), .A(A[6]), .B(B[6]), .Cin (C5));
    FA fa7 (.Sum(sum[7]), .Cout(C7), .A(A[7]), .B(B[7]), .Cin (C6));
    FA fa8 (.Sum(sum[8]), .Cout(C8), .A(A[8]), .B(B[8]), .Cin (C7));
    FA fa9 (.Sum(sum[9]), .Cout(C9), .A(A[9]), .B(B[9]), .Cin (C8));
    FA fa10 (.Sum(sum[10]), .Cout(C10), .A(A[10]), .B(B[10]), .Cin (C9));
    FA fa11 (.Sum(sum[11]), .Cout(C11), .A(A[11]), .B(B[11]), .Cin (C10));
    FA fa12 (.Sum(sum[12]), .Cout(C12), .A(A[12]), .B(B[12]), .Cin (C11));
    FA fa13 (.Sum(sum[13]), .Cout(C13), .A(A[13]), .B(B[13]), .Cin (C12));
    FA fa14 (.Sum(sum[14]), .Cout(C14), .A(A[14]), .B(B[14]), .Cin (C13));
    always @(posedge clk or negedge rst_n) begin
      if (!rst_n)
         S <= 15'd0;
      else if (en)
         S <= sum;
      else
         S <= S;
    end
endmodule
module FA (Sum, Cout, A, B, Cin);
   input A;
   input B;
   input Cin;   
   output Sum;
   output Cout;
	wire	w1;
	wire	w2;
	wire	w3;
	wire	w4;
	xor	x1(w1, A, B);
	xor	x2(Sum, w1, Cin);
	nand    n1(w2, A, B);
	nand    n2(w3, A, Cin);
	nand	n3(w4, B, Cin);
	nand	n4(Cout, w2, w3, w4);
endmodule  
==> flow/run.sh <==
#!/bin/bash
# OpenROAD 26Q1-2900-gdf79404cd8, Yosys 0.63+post, stock flow scripts
make -C /OpenROAD-flow-scripts/flow DESIGN_CONFIG=/design/flow/config.mk WORK_HOME=/design/flow/orfs finish
==> flow/config.mk <==
export PLATFORM = sky130hd
export DESIGN_NAME = Binary_add_15_1
export DESIGN_NICKNAME = Binary_add_15_1
export VERILOG_FILES = /design/flow/design.v
export SDC_FILE = /design/flow/constraint.sdc
export NUM_CORES = 4
export LEC_CHECK = 1
export CORE_AREA = 10 10 98 98
export DIE_AREA = 0 0 108 108
==> flow/constraint.sdc <==
current_design Binary_add_15_1

set clk_period 1.1
set clk_io_pct 0.2

create_clock -name clk0 -period $clk_period [get_ports {clk}]

set non_clock_inputs [all_inputs -no_clocks]
set_input_delay [expr $clk_period * $clk_io_pct] -clock clk0 $non_clock_inputs
set_output_delay [expr $clk_period * $clk_io_pct] -clock clk0 [all_outputs]
==> results.json <==
{
  "post_drt_wl_per_cell_um": 12.1,
  "worst-path-max-fanout": 1,
  "grt_util_all_layers_pct": 4.32,
  "final.setup_skew_ps": 0,
  "antenna_cells_inserted": 0,
  "floorplan.die_area_um2": 11700,
  "log.warning_count": 28,
  "crit_path_max_incr_delay_ps": 380,
  "vdd.ir_drop.worst_v": 0.000350,
  "syn-cell-area_um2": 861,
  "gpl.final_weighted_congestion": 0.768,
  "worst_slew_margin_rel_pct": 92.0,
  "vias": 610,
  "route.final.wire_length_um": 2500,
  "place.port_buffers": 47,
  "worstSetupEndpointType": "register",
  "ctsLongestPathBuffers": 2,
  "timing.critical_path.max_delay_family": "adder cells",
  "clk_latency_ps": 240,
  "timing.critical_path.from_type": "input pin",
  "drt_first_pass_iters": 3,
  "yosysWarningCount": 16,
  "first_global_vias": 701,
  "finalCritPeriodShare_pct": 488,
  "core_util_floorplan_pct": 11.3,
  "timing.critical_path.buf_inv": 1,
  "grt_start_max_net_pins": 16,
  "timing.final.ws_setup_ps": -4270,
  "grt_setup_unrepaired": "yes",
  "core_box_area_um2": 7650,
  "detailed_place_hpwl_um": 2130,
  "cap_violations": 0,
  "synth_cell_types": 8,
  "synth.ff_latch_count": 15,
  "synth-cells-yosys": 47,
  "largest-register": "S",
  "fmaxAchievable_mhz": 186,
  "synth.yosys.chip_area_um2": 861,
  "biggestRegsByFlops": "S (15)",
  "grt_pass1_wl_um": 3890,
  "gate_count_after_technology_mapping": 47,
  "place_area_um2": 1530,
  "critPathArrivalTime_ps": 5500,
  "vias_per_cell": 2.95,
  "worstPathRequired_ps": 1230,
  "hold_viol": 0,
  "leakage_nw": 0.667,
  "cpMostUsedCell": "fa_2",
  "area_growth_pct": 93.0,
  "hold-worst-slack_ps": 312,
  "worstHoldPathType": "in -> async",
  "tritoncts.num_buffers": 3,
  "max_reg_flops": 15,
  "critical_path.slowest_cell": "fa_2",
  "clock_tree.htree_level_count": 1,
  "cts.root.buffer_cell": "clkbuf_8",
  "cts_tree": "yes",
  "placementRows": 32,
  "finished_layout_cell_area_um2": 1660,
  "initial_drc_count": 2,
  "ys_seq_share_pct": 43.6,
  "min_period_ps": 5370,
  "failing_checks": "negative setup slack",
  "timing.final.setup_violations": 13,
  "post-route-drc-count": 0,
  "antenna_found_initial": 0,
  "cts.sinks": 15,
  "tns_ps": -30810,
  "final_max_slew_viol_count": 0,
  "syn_area_per_cell_um2": 18.3,
  "fp.dieW_um": 108,
  "crit_path_cell_trace": "buf_6 > ha_4 > fa_2 > fa_2 > fa_2 > fa_2 > fa_2 > fa_2 > fa_2 > fa_2 > fa_2 > fa_2 > fa_2 > fa_2 > fa_2 > xor3_1 > mux2_4",
  "drive_gt1_share_pct": 41.0,
  "cts_hold_buffers": 0,
  "dieHeight_um": 108,
  "top_level_ports": 48,
  "criticalPathCategory": "in -> reg",
  "outcome": "complete, but fails checks",
  "tightestPinTransition_ps": 119,
  "clkTransAtPathRegs_ps": 60,
  "grt-ovfl-total": 0,
  "power_density_nw_per_um2": 1190,
  "detail-route-antenna-nets": 0
}
stage by stage:
stage	worst slack (ps)	instances	utilization, %	power (W)
floorplan	-4200	47	-	0.000951
global placement	-4880	196	20.0	0.00148
detailed placement	-4910	196	20.0	0.00149
CTS	-4360	207	21.5	0.00202
global route	-4370	207	21.7	0.00215
finish	-4270	207	21.7	0.00198
cell usage after synthesis, drive strengths merged:
| library cell | number | area (µm²) |
|---|---|---|
| buf | 2 | 16.3 |
| mux2 | 15 | 173 |
| dfrtp | 15 | 375 |
| xor3 | 1 | 23.8 |
| fa | 13 | 260 |
| ha | 1 | 12.5 |
cell usage in the layout, fill, tap and decap left out, drive strengths merged:
master,count
buf,11
clkbuf,4
clkdlybuf4s15,15
clkdlybuf4s50,27
dfrtp,15
dlygate4sd2,3
fa,13
ha,1
mux2,15
xor3,1
logic make-up (layout without fill, tap and decap cells):
logic type	Yosys count	in the layout	share of synthesized area, %
muxes	15	15	20.1
DFF	15	15	43.6
adders and majority gates	14	14	31.7
buffers and inverters	2	60	1.89
xor gates and xnor gates	1	1	2.76
per-layer routing:
metal | vias to the layer above | track usage, % | routed length [µm]
li1 | 275 | - | -
met1 | 300 | 5.55 | 1060
met2 | 35 | 6.42 | 1110
met3 | 0 | 2.71 | 325
met4 | 0 | 0.0954 | 0
met5 | - | 0 | 0
worst paths after layout:
path                             startpoint                 to  slack [ps]  cells past startpoint
min in group clk0                      B[0]   S[0]$_DFFE_PN0P_         320                      3
max reg2reg                S[5]$_DFFE_PN0P_   S[5]$_DFFE_PN0P_         210                      2
min                                   rst_n   S[7]$_DFFE_PN0P_         310                      2
max                                    A[0]  S[14]$_DFFE_PN0P_       -4270                     17
max in group asynchronous             rst_n   S[6]$_DFFE_PN0P_         670                      2
min reg2reg                S[1]$_DFFE_PN0P_   S[1]$_DFFE_PN0P_         510                      1
power by group:
| part | leakage (nW) | total [W] | switching (W) | internal (W) |
|---|---|---|---|---|
| Clock | 0.0228 | 0.000448 | 0.000192 | 0.000256 |
| Combinational | 0.469 | 0.000785 | 0.000208 | 0.000577 |
| Sequential | 0.175 | 0.000748 | 0.0000646 | 0.000683 |
| Total | 0.667 | 0.00198 | 0.000465 | 0.00152 |
cell type report:
type,instances,area [µm²]
fillers,808,5990
repair buffers,56,562
multi-input cells,30,552
flip-flops and latches,15,375
well taps,102,128
clock buffers,4,45.0
what timing repair did:
item / in CTS / in global routing
setup buffers: 7 / 0
pin swaps: 3 / 2
resized: 44 / 8
endpoints found under the hold margin: 0 / 0
setup endpoints to repair: 30 / 17
Power is estimated from default activity; no workload was simulated.
